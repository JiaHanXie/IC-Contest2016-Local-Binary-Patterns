## flow/config.mk

```make
export PLATFORM = sky130hd
export DESIGN_NAME = LBP
export DESIGN_NICKNAME = LBP
export VERILOG_FILES = /design/flow/design.v
export SDC_FILE = /design/flow/constraint.sdc
export NUM_CORES = 4
export LEC_CHECK = 1
export CORE_UTILIZATION = 30
```

## flow/constraint.sdc

```tcl
current_design LBP

set clk_period 4.4
set clk_io_pct 0.2

create_clock -name clk0 -period $clk_period [get_ports {clk}]

set non_clock_inputs [all_inputs -no_clocks]
set_input_delay [expr $clk_period * $clk_io_pct] -clock clk0 $non_clock_inputs
set_output_delay [expr $clk_period * $clk_io_pct] -clock clk0 [all_outputs]
```

## flow/design.v

```verilog
`timescale 1ns/10ps
module LBP ( clk, reset, gray_addr, gray_req, gray_ready, gray_data, lbp_addr, lbp_valid, lbp_data, finish);
input						clk;
input						reset;
output	wire	[13:0]		gray_addr;
output	wire				gray_req;
input						gray_ready;
input			[7:0]		gray_data;
output	wire	[13:0]		lbp_addr;
output	wire				lbp_valid;
output	wire	[7:0]		lbp_data;
output	wire				finish;
	wire	[8:0]	En4Reg;
	wire	[8:0]	EN4Reg_;
	wire	[7:0]	Reg0;
	wire	[7:0]	Reg1;
	wire	[7:0]	Reg2;
	wire	[7:0]	Reg3;
	wire	[7:0]	Reg4;
	wire	[7:0]	Reg5;
	wire	[7:0]	Reg6;
	wire	[7:0]	Reg7;
	wire	[7:0]	Reg8;
	wire	[7:0]	Lbp;
	wire			en4Out;
	Register Register(
		.reset(reset),
		.clk(clk),
		.Data(gray_data), 
		.En(En4Reg), 
		.Reg0(Reg0), 
		.Reg1(Reg1), 
		.Reg2(Reg2), 
		.Reg3(Reg3), 
		.Reg4(Reg4), 
		.Reg5(Reg5), 
		.Reg6(Reg6), 
		.Reg7(Reg7), 
		.Reg8(Reg8)); 
	PE PE(
		.Reg0(Reg0), 
		.Reg1(Reg1), 
		.Reg2(Reg2), 
		.Reg3(Reg3), 
		.Reg4(Reg4), 
		.Reg5(Reg5), 
		.Reg6(Reg6), 
		.Reg7(Reg7), 
		.Reg8(Reg8), 
		.LBP( lbp_data)); 
	Control_Unit CTL(
		.reset(reset),
		.clk(clk),
		.gray_addr(gray_addr), 
		.gray_req(gray_req), 
		.gray_ready(gray_ready), 
		.lbp_addr(lbp_addr), 
		.lbp_valid(lbp_valid), 
		.finish(finish), 
		.En4Reg(En4Reg), 
		.en4Out(en4Out)); 
endmodule
module Register(
	input			reset,
	input			clk,
	input		[7:0]	Data,
	input		[8:0]	En,
	output	reg	[7:0] 	Reg0,
	output	reg	[7:0] 	Reg1,
	output	reg	[7:0] 	Reg2,
	output	reg	[7:0] 	Reg3,
	output	reg	[7:0] 	Reg4,
	output	reg	[7:0] 	Reg5,
	output	reg	[7:0] 	Reg6,
	output	reg	[7:0] 	Reg7,
	output	reg	[7:0] 	Reg8);
	always@(posedge clk or posedge reset)begin
		if(reset)begin
			Reg0<=8'd0;
		end else if(En[0])begin
			Reg0<=Data;
		end
	end
	always@(posedge clk or posedge reset)begin
		if(reset)begin
			Reg1<=8'd0;
		end else if(En[1])begin
			Reg1<=Data;
		end
	end
	always@(posedge clk or posedge reset)begin
		if(reset)begin
			Reg2<=8'd0;
		end else if(En[2])begin
			Reg2<=Data;
		end
	end
	always@(posedge clk or posedge reset)begin
		if(reset)begin
			Reg3<=8'd0;
		end else if(En[3])begin
			Reg3<=Data;
		end
	end
	always@(posedge clk or posedge reset)begin
		if(reset)begin
			Reg4<=8'd0;
		end else if(En[4])begin
			Reg4<=Data;
		end
	end
	always@(posedge clk or posedge reset)begin
		if(reset)begin
			Reg5<=8'd0;
		end else if(En[5])begin
			Reg5<=Data;
		end
	end
	always@(posedge clk or posedge reset)begin
		if(reset)begin
			Reg6<=8'd0;
		end else if(En[6])begin
			Reg6<=Data;
		end
	end
	always@(posedge clk or posedge reset)begin
		if(reset)begin
			Reg7<=8'd0;
		end else if(En[7])begin
			Reg7<=Data;
		end
	end
	always@(posedge clk or posedge reset)begin
		if(reset)begin
			Reg8<=8'd0;
		end else if(En[8])begin
			Reg8<=Data;
		end
	end
endmodule
module PE(
	input			[7:0]	Reg0,
	input			[7:0]	Reg1,
	input			[7:0]	Reg2,
	input			[7:0]	Reg3,
	input			[7:0]	Reg4,
	input			[7:0]	Reg5,
	input			[7:0]	Reg6,
	input			[7:0]	Reg7,
	input			[7:0]	Reg8,
	output	wire	[7:0]	LBP);
	assign LBP[0]=(Reg0>=Reg4);
	assign LBP[1]=(Reg1>=Reg4);
	assign LBP[2]=(Reg2>=Reg4); 
	assign LBP[3]=(Reg3>=Reg4);
	assign LBP[4]=(Reg5>=Reg4);
	assign LBP[5]=(Reg6>=Reg4);
	assign LBP[6]=(Reg7>=Reg4);
	assign LBP[7]=(Reg8>=Reg4);
endmodule
module FSM(
		input					reset, 
		input					clk, 
		output	wire	[13:0]	gray_addr,
		output	reg				gray_req, 
		input					gray_ready, 
		output	wire	[13:0]	lbp_addr, 
		output	reg				lbp_valid, 
		output	reg				finish, 
		output	reg		[8:0]	En4Reg, 
		output	reg				en4Out, 
		output	reg				EN4Counter, 
		input			[13:0]	counter); 
	reg		[2:0]	state;
	reg		[2:0]	next_state;
	reg		[2:0]	next_Read0_State;
	reg		[3:0]	counter4read;
	wire	[3:0]	next_counter4read;
	reg		[6:0]	positionY;
	reg		[6:0]	positionX;
	always@(posedge clk or posedge reset)begin
		if(reset)begin
			state<=3'd0;
		end else begin
			state<=next_state;
		end
	end
	always@(*)begin
		case(state)
			3'd0:begin
				next_state=(gray_ready==1'b1)?3'd1:state;
			end
			3'd1:begin
				next_state=next_Read0_State;
			end
			3'd2:begin
				next_state=3'd3;
			end
			3'd3:begin
				next_state=3'd4;
			end
			3'd4:begin
				next_state=(counter=={7'd126,7'd126})?3'd5:3'd1;
			end
			3'd5:begin
				next_state=state;
			end
			default:begin
				next_state=state;
			end
		endcase
	end
	always@(*)begin
		if(counter4read==4'd8)begin
			next_Read0_State=3'd2;
		end else begin
			next_Read0_State=state;
		end
	end
	always@(posedge clk or posedge reset)begin
		if(reset)begin
			counter4read<=4'd0;
		end else if(state==3'd1)begin
			counter4read<=next_counter4read;
		end else begin
			counter4read<=4'd0;
		end
	end
	assign next_counter4read=counter4read+4'd1;
	always@(*)begin
		case(counter4read)
			4'd0,4'd3,4'd6:begin
				positionX=counter[6:0]-7'd1;
			end
			4'd1,4'd4,4'd7:begin
				positionX=counter[6:0];
			end
			4'd2,4'd5,4'd8:begin
				positionX=counter[6:0]+7'd1;
			end
			default:begin
				positionX=7'dx;
			end
		endcase
	end
	always@(*)begin
		case(counter4read)
			4'd0,4'd1,4'd2:begin
				positionY=counter[13:7]-7'd1;
			end
			4'd3,4'd4,4'd5:begin
				positionY=counter[13:7];
			end
			4'd6,4'd7,4'd8:begin
				positionY=counter[13:7]+7'd1;
			end
			default:begin
				positionY=7'dx;
			end
		endcase
	end
	assign gray_addr={positionY,positionX};
	always@(*)begin
		if(state==3'd1)begin
			gray_req=1'b1;
		end else begin
			gray_req=1'b0;
		end
	end
	assign lbp_addr=counter;
	always@(*)begin
		if(state==3'd4)begin
			lbp_valid=1'b1;
		end else begin
			lbp_valid=1'b0;
		end
	end
	always@(*)begin
		if(state==3'd5)begin
			finish=1'b1;
		end else begin
			finish=1'b0;
		end
	end
	always@(*)begin
		if(state==3'd1)begin
			case(counter4read)
				4'd0:begin
					En4Reg=9'b000000001;
				end
				4'd1:begin
					En4Reg=9'b000000010;
				end
				4'd2:begin
					En4Reg=9'b000000100;
				end
				4'd3:begin
					En4Reg=9'b000001000;
				end
				4'd4:begin
					En4Reg=9'b000010000;
				end
				4'd5:begin
					En4Reg=9'b000100000;
				end
				4'd6:begin
					En4Reg=9'b001000000;
				end
				4'd7:begin
					En4Reg=9'b010000000;
				end
				4'd8:begin
					En4Reg=9'b100000000;
				end
				default:begin
					En4Reg=9'd0;
				end
			endcase
		end else begin
			En4Reg=9'd0;
		end
	end
	always@(*)begin
		if(state==3'd3)begin
			en4Out=1'b1;
		end else begin
			en4Out=1'b0;
		end
	end
	always@(*)begin
		if(state==3'd4)begin
			EN4Counter=1'b1;
		end else begin
			EN4Counter=1'b0;
		end
	end
endmodule
module Counter(
	input						reset,
	input						clk,
	input						EN,
	output		wire	[13:0]	counter);
	reg					[6:0]	position_X;
	reg					[6:0]	position_Y;
	reg					[6:0]	next_position_X;
	reg					[6:0]	next_position_Y;
	assign counter={position_Y,position_X};
	always@(posedge clk or posedge reset)begin
		if(reset)begin
			position_X<=7'd1;
		end else if(EN)begin
			position_X<=next_position_X;
		end
	end
	always@(posedge clk or posedge reset)begin
		if(reset)begin
			position_Y<=7'd1;
		end else if(EN)begin
			position_Y<=next_position_Y;
		end
	end
	always@(*)begin
		if(position_X==7'd126)begin
			if(position_Y==7'd126)begin
				next_position_X=position_X;
			end else begin
				next_position_X=7'd1;
			end
		end else begin
			next_position_X=position_X+7'd1;
		end
	end
	always@(*)begin
		if((position_X==7'd126)&&(position_Y!=7'd126))begin
			next_position_Y=position_Y+7'd1;
		end else begin
			next_position_Y=position_Y;
		end
	end
endmodule
module Control_Unit(
		input							reset,
		input							clk,
		output		wire	[13:0]		gray_addr, 
		output		wire				gray_req, 
		input							gray_ready, 
		output		wire	[13:0]		lbp_addr, 
		output		wire				lbp_valid, 
		output		wire				finish, 
		output		wire	[8:0]		En4Reg, 
		output		wire				en4Out); 
	wire			EN4Counter;
	wire	[13:0]	counter;
	FSM FSM(
		.reset(reset), 
		.clk(clk), 
		.gray_addr(gray_addr),
		.gray_req(gray_req), 
		.gray_ready(gray_ready), 
		.lbp_addr(lbp_addr), 
		.lbp_valid(lbp_valid), 
		.finish(finish), 
		.En4Reg(En4Reg), 
		.en4Out(en4Out), 
		.EN4Counter(EN4Counter), 
		.counter(counter)); 
	Counter Counter(
		.reset(reset),
		.clk(clk),
		.EN(EN4Counter),
		.counter(counter)); 
endmodule
```

## flow/run.sh

```bash
#!/bin/bash
# OpenROAD 26Q1-2900-gdf79404cd8, Yosys 0.63+post, stock flow scripts
make -C /OpenROAD-flow-scripts/flow DESIGN_CONFIG=/design/flow/config.mk WORK_HOME=/design/flow/orfs finish
```

==> impl_metrics.toml <==
# flow metrics
[run_status]
status = "finished clean"

[hold_path]
holdCritPathClass = "reg -> reg"
min_from = "CTL.FSM.state[5]$_DFF_PP0_"
hold-path-cell-count = 0
min_to = "CTL.FSM.state[1]$_DFF_PP0_"

[synthesis]
netlist_instances = 549
ff_type = "dfrtp_1"
synth_seq_share_pct = 41.4
syn_avg_cell_area_um2 = 10.6
yosys.stat.chipArea_um2 = 5810
synth-edff-count = 0
async_reset_ff_share_pct = 100
syn_area_um2 = 5810
yosysWarnings = 3
synth_cell_type_count = 57
yosys_cells = 549
synth-seq-cells = 96

[clocking]
cts_hold_buf = 0
cts_tree = "yes"
path_clk_slew_ns = 0.06
post_cts_buffers = 0
cts_root_buf = "clkbuf_16"
clock_sinks = 96
cts_buffers = 9
h-tree-depth = 3
worstSkewPairLatency_ns = 0.35
cts_max_path_buffers = 2
cts-resized-gates = 0

[place]
dp_cells = 843
pre_cts_ws_ns = 0.984
dp_hpwl_um = 9070
routabilityCongestion = 0.856
portBuffers = 49

[final_layout]
final_layout_size_suffix_gt1_share_pct = 15.7
fin_cells = 859
synthToLayoutAreaGrowth_pct = 19.0

[critical_path]
crit_family = "AND-OR/OR-AND gates"
ff2ff_setup_slack_ns = 2.28
crit_path_end_kind = "output port"
critical_path.max_fanout = 12
worst_path_max_delay_cell = "o22ai_1"
crit_cells = 8
slowest_delay_ns = 0.70
r2r-end = "Register.Reg0[6]$_DFFE_PP0P_"
cp_cell_sequence = "inv_1, ha_1, nand2_1, o22ai_1, nor2_1, a211oi_1, a21oi_1, clkdlybuf4s50_1"
start_kind = "register"
path_class = "reg -> out"
path_buffers = 2
cp_data_arrival_time_ns = 2.93
reg2reg_from = "CTL.FSM.counter4read[0]$_DFF_PP0_"
required_ns = 3.52
r2r_cells = 5

[die]
fp_util_pct = 30.9
core-area_um2 = 18800
io_pins = 50
die_w_um = 141
dieArea_um2 = 19900
core.rowCount = 50
die_y_um = 141

[sta]
relSlewSlack_pct = 40.7
rsz0062_at_grt = "no"
max_freq_ghz = 0.262
setup_viol = 0
hold_viol = 0
fin_ws_ns = 0.586
fin_skew_ns = 0.00940
fin_setup_tns_ns = 0
period_minus_slack_ns = 3.81
maxSlewViolCount = 0
finalClockPeriodUsage_pct = 86.7
tightest_slew_ns = 0.885

[routing]
drcViolationCount = 0
detailroute.via_count = 4233
ant_nets = 0
n_antenna_cell = 0
vias_per_cell = 4.93
drtIter0Drc = 268
wl_per_cell_um = 14.8
first_pass_iters = 4
finalWirelength_um = 12700

[power_and_ir_drop]
powerDensity_nw_per_um2 = 302
leakage_nw = 3.02
ir_drop_mv = 0.212

[grt]
grt_pass1_wl_um = 20900
grt_remaining_overflow = 0
grt_pass1_vias = 3970
grt_max_degree = 45
grt_use_total_pct = 13.4
antenna_found_initial = 0

[job]
drv_cap = 0
warnings = 33
==> cell usage after synthesis (all sizes together), types with 2 or more instances <==
master	n	area share, %
nand3	21	1.8
or3	3	0.32
nand2	45	2.9
nor2	19	1.2
clkbuf	6	0.43
a211oi	11	1.4
nand4	5	0.54
buf	11	1.2
dfstp	3	1.4
and2	3	0.32
dfrtp	93	40
mux2	63	12
nand2b	10	1.1
a21o	9	1.2
o21ai	46	4.0
nor3b	2	0.26
a31oi	3	0.32
xnor2	3	0.45
a21oi	27	2.3
and3	2	0.22
o22ai	3	0.32
a32o	2	0.34
ha	76	16
inv	27	1.7
xor2	2	0.30
nor2b	5	0.58
nor3	11	1.2
a22oi	4	0.52
and4	2	0.30
o22a	2	0.30
mux2i	3	0.52
o21bai	10	1.3
a311o	2	0.34
==> metrics by stage <==
step                total power (W)  util, %  cell area (µm²)  hold slack [ns]
floorplan                   0.00107        -             5810            0.331
global placement            0.00114     34.8             6550            0.335
detailed placement          0.00115     34.8             6550            0.335
CTS                         0.00212     36.7             6910            0.349
global route                0.00218     36.7             6910            0.359
finish                      0.00209     36.7             6910            0.349
==> registers in the layout, indices dropped and copies added, names as in the netlist <==
signal and flops:
Register.Reg3 8, Register.Reg5 8, Register.Reg1 8, CTL.Counter.position_Y 7, CTL.Counter.position_X 7, Register.Reg6 8, Register.Reg4 8, Register.Reg2 8
CTL.FSM.counter4read 4, Register.Reg7 8, CTL.FSM.state 6, Register.Reg0 8, Register.Reg8 8
==> layout make-up <==
cell class / instances / area [µm²]
Fill cell: 1778 / 11900
Clock inverter: 6 / 138
Multi-Input combinational cell: 408 / 3200
Sequential cell: 96 / 2410
Tap cell: 260 / 325
Inverter: 28 / 106
Clock buffer: 10 / 229
Timing Repair Buffer: 51 / 505
==> cell usage in the layout, fill, tap and decap left out, types with 19 or more instances in the layout <==
cell type / instances
nand2_1: 45
nor2_1: 19
a21oi_1: 27
clkdlybuf4s50_1: 49
inv_1: 25
ha_1: 76
dfrtp_1: 93
mux2_2: 63
o21ai_0: 44
nand3_1: 21
==> routing by layer <==
metal	vias up	global-route usage [%]	routed length [µm]
met2	73	20.6	5840
met1	2066	20.7	6110
met5	-	0	0
met4	0	1.54	161
met3	10	2.25	572
li1	2084	-	-
==> cell families after synthesis <==
kind of cell	after synthesis	share of synthesized area, %
AOI/OAI and AO/OA	129	14.0
xor gates and xnor gates	5	0.754
adders and majority gates	76	16.4
DFF	96	41.4
muxes	66	12.7
and+or+nand+nor	132	11.3
buffers and inverters	45	3.42
==> how the worst max path moves through the flow <==
stage	startpoint	end	slack (ns)
6_report	CTL.FSM.counter4read[0]$_DFF_PP0_	gray_addr[12]	0.59
5_1_grt	CTL.FSM.counter4read[0]$_DFF_PP0_	gray_addr[12]	0.31
4_1_cts	CTL.FSM.counter4read[0]$_DFF_PP0_	gray_addr[12]	0.61
==> power breakdown <==
part	total (W)	internal, W	switching [W]
registers	0.000934	0.000916	0.0000181
logic	0.000194	0.0000948	0.0000993
clock network	0.000962	0.000618	0.000344
total	0.00209	0.00163	0.000462
==> worst register-to-register path: stages (launching register included) <==
cell	delay [ns]
dfrtp_1	0.42
inv_1	0.10
ha_1	0.30
nand2_1	0.10
nor3_2	0.68
mux2_2	0.41
Power is estimated from default activity; no workload was simulated.
